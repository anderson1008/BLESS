File: flow/constraint.sdc
current_design dff

set clk_period 1.0
set clk_io_pct 0.2

create_clock -name clk0 -period $clk_period [get_ports {clk}]

set non_clock_inputs [all_inputs -no_clocks]
set_input_delay [expr $clk_period * $clk_io_pct] -clock clk0 $non_clock_inputs
set_output_delay [expr $clk_period * $clk_io_pct] -clock clk0 [all_outputs]
File: flow/run.sh
#!/bin/bash
# OpenROAD 26Q1-2900-gdf79404cd8, Yosys 0.63+post, stock flow scripts
make -C /OpenROAD-flow-scripts/flow DESIGN_CONFIG=/design/flow/config.mk WORK_HOME=/design/flow/orfs finish
File: flow/config.mk
export PLATFORM = sky130hd
export DESIGN_NAME = dff
export DESIGN_NICKNAME = dff
export VERILOG_FILES = /design/flow/design.v
export SDC_FILE = /design/flow/constraint.sdc
export NUM_CORES = 4
export LEC_CHECK = 1
export CORE_AREA = 10 10 226 226
export DIE_AREA = 0 0 236 236
File: flow/design.v
module dff(clk, reset, din, dout);
input [256+24+1+5-1:0] din;
output [256+24+1+5-1:0] dout;
input clk, reset;
reg [256+24+1+5-1:0] r_dout;
always @ (negedge reset or posedge clk) begin
   if (~reset)
      r_dout <= 0;
   else
      r_dout <= din;
end
assign dout = r_dout;
endmodule
==> results.cfg <==
; generated from flow reports
[run_status]
outcome = finished, violations left
violations = hold timing, setup timing

[floorplanning]
io-pin-count = 574
fp_util_pct = 15.4
coreArea_um2 = 46400
die_w_um = 236
die_area_um2 = 55700
rows = 79
die_y_um = 236

[final_timing]
holdWs_ps = -124
fin_ws_ps = -273
final.period_utilization_pct = 127
slew_headroom_pct = 58.9
finalSetupViolations = 286
fin_crit_ps = 1270
maxSlewViolCount = 0
rsz0062_at_grt = yes
hold_viol_final = 100
fmax_ghz = 0.785
worstMarginPinSlew_ps = 614

[grt]
grtUsageTotal_pct = 10.1
grt_max_degree = 48
grt_pass1_vias = 5610
grt_pass1_wl_mm = 41.4
antenna_found_initial = 6
grt-ovfl-total = 0

[pwr]
finalPower_uw = 24800
ir_drop_uv = 1380
p_per_area_nw_per_um2 = 1840
leakagePower_uw = 0.00621

[critical_path]
critical_path_buf_inv_count = 1
cp_cell_sequence = buf_2
end_kind = output pin
crit_path_start_kind = flop
cpPeakStageDelay_ps = 390
cp_top_family = flip-flops
cp.arrival_ps = 1070
worstPathMaxFanout = 1
cp.required_ps = 800
worst_path_max_delay_cell = dfrtp_1
crit_type = reg -> out

[place]
gp_congestion = 0.824
dp_hpwl_mm = 22.8
dp_cells = 1481
portBuffers = 573
dp_slack_ps = -95.1

[synth]
yosysWarnings = 1
ys_seq_share_pct = 100
edf_count = 0
ys_area_um2 = 7160
netlist.area_leader.share_pct = 100
top_cell = dfrtp_1
avgSynthCellArea_um2 = 25.0
top_cells_by_area = dfrtp_1 (100%)
ys.flops = 286
synth_cell_types = 1
syn_inst = 286
largest_area_cell = dfrtp_1
common_cells = dfrtp_1 (286)
synthArstFlopShare_pct = 100
ys_cells = 286
dominantRegCellSynth = dfrtp_1
syn-cell-area_um2 = 7160

[clock_tree]
cts_setup_buffers = 0
clk_pin_slew_ps = 60
htreeDepth = 1
numCtsBuffers = 29
clock_path_buffers = 3
cts_sinks = 286
cts_tree = yes
cts_root_buf = clkbuf_16

[job]
max-cap-violations = 0
warnings = 29

[detailed_routing]
first_pass_iters = 4
vias = 4916
via_per_inst = 3.19
diodes = 0
wl_mm = 28.7
drc = 0
routedWlPerCell_um = 18.6
initialDrtViolationCount = 110
ant_nets = 0

[finish]
finalNonFillerCells = 1542
largest_register_ffs = 286
drive_above_1_share_pct = 37.8
regMostFlops = r_dout
synthToLayoutAreaGrowth_pct = 88.2
nMultiInputCombCells = 0
top_regs = r_dout (286)
logic_area_um2 = 0

[hold_path]
hold_path.class = in -> async
final timing paths:
path	to	slack, ps	cells past startpoint	from
max	dout[223]	-270	1	r_dout[223]
min	r_dout[101]	-120	4	reset
max in group asynchronous	r_dout[232]	10	5	reset
min in group clk0	r_dout[69]	80	1	din[69]
layer usage:
metal	track usage, %	vias to the layer above	part of all wire, %
li1	-	2144	-
met1	11.7	2362	36
met2	16.4	362	48
met3	5.71	40	14
met4	1.92	8	2.2
met5	0	-	0.14
cell families (layout without fill, tap and decap cells):
group,count (synthesis),after routing,share of synthesized area [%]
DFF,286,286,100
buffers and inverters,0,649,0
placed cells by master, fill, tap and decap left out, types with 2 or more instances in the layout:
cell type and instances:
buf_4 10, clkdlybuf4s50_1 286, buf_12 6, clkbuf_16 29, dfrtp_1 286, dlygate4sd3_1 4
buf_2 285, clkbuf_8 11, buf_16 2, clkinv_2 6, clkbuf_1 6
final cells by class:
cell class | count | area [um^2]
tap | 607 | 759
sequential | 286 | 7160
timing repair buffer | 595 | 4610
clock buffer | 46 | 900
clock inverter | 8 | 47.5
fill | 4710 | 32900
power by group:
group | leakage, uW | total, uW | internal (uW) | switching (uW)
Sequential | 0.00333 | 12300 | 12200 | 132
Clock | 0.000476 | 10400 | 6140 | 4280
Combinational | 0.00240 | 2070 | 1450 | 620
Total | 0.00621 | 24800 | 19700 | 5030
metrics by stage:
stage | util [%] | hold WS [ps] | setup TNS [ps] | area, um^2
2_1_floorplan | - | -95.6 | 0 | 7160
3_3_place_gp | 29.8 | 120 | -696 | 13800
3_5_place_dp | 29.8 | 122 | -597 | 13800
4_1_cts | 29.0 | -109 | -74870 | 13500
5_1_grt | 29.1 | -112 | -78870 | 13500
6_report | 29.1 | -124 | -62390 | 13500
repair_timing:
item                                    in CTS  in global routing
endpoints found under the setup margin     286                300
pin swaps                                    0                  0
hold endpoints to repair                   286                114
resized                                    946                  2
Power figures rest on the tool's default switching activity, not on a simulated workload.
